## ./run.sh

```bash
#!/bin/bash
# OpenROAD 26Q1-2900-gdf79404cd8, Yosys 0.63+post, stock flow scripts
make -C /OpenROAD-flow-scripts/flow DESIGN_CONFIG=/design/flow/config.mk WORK_HOME=/design/flow/orfs finish
```

## ./design.v

```verilog
module UART_receiver_for_B(  
input clk,  
input RxD,  
output [7:0] RxData,  
output output_level);  
reg [3:0] bitcounter = 0;  
reg [1:0] samplecounter = 0;  
reg clear_bitcounter, inc_bitcounter, inc_samplecounter, clear_samplecounter;  
reg [13:0] counter = 0;  
reg state = 0;  
reg nextstate;  
reg shift;  
reg [9:0] rxshiftreg;  
reg output_reset = 0;  
reg [31:0] time_counter = 0;  
parameter clk_freq = 100_000_000;  
parameter baud_rate = 9_600;  
parameter oversamples = 4;  
parameter reset_counter = clk_freq/(baud_rate*oversamples);  
parameter counter_mid_sample = (oversamples/2);  
parameter num_bit = 10;  
parameter reset_key = 8'b01111000;  
parameter reset_high_seconds = 1;
parameter reset_time_counter = clk_freq*reset_high_seconds;
assign RxData = rxshiftreg [8:1];  
assign output_level = output_reset;
always @ (posedge clk) begin
counter <= counter +1;  
if (counter >= reset_counter-1) begin  
counter <=0;  
state <= nextstate;  
if (shift)rxshiftreg <= {RxD,rxshiftreg[9:1]};  
if (clear_samplecounter) samplecounter <=0;  
if (inc_samplecounter) samplecounter <= samplecounter +1;  
if (clear_bitcounter) bitcounter <=0;  
if (inc_bitcounter)bitcounter <= bitcounter +1;  
end
if (output_reset == 0 && rxshiftreg[8:1] == reset_key)
output_reset <= 1;
if (output_reset == 1)
if (time_counter >= reset_time_counter) begin
time_counter <= 0;
output_reset <= 0;
rxshiftreg[8:1] <= 0;
end
else time_counter <= time_counter +1;
end
always @ (posedge clk) begin  
shift <= 0;  
clear_samplecounter <=0;  
inc_samplecounter <=0;  
clear_bitcounter <=0;  
inc_bitcounter <=0;  
nextstate <=0;  
case (state)
0: begin  
if (RxD)  
nextstate <=0;  
else begin  
nextstate <=1;  
clear_bitcounter <=1;  
clear_samplecounter <=1;  
end
end
1: begin  
nextstate <= 1;  
if (samplecounter == counter_mid_sample - 1) shift <= 1;  
if (samplecounter == oversamples - 1) begin  
if (bitcounter == num_bit - 1)  
nextstate <= 0;  
inc_bitcounter <=1;  
clear_samplecounter <=1;  
end
else inc_samplecounter <=1;  
end
default: nextstate <=0;  
endcase
end
endmodule
```

## ./constraint.sdc

```tcl
current_design UART_receiver_for_B

set clk_period 3.9
set clk_io_pct 0.2

create_clock -name clk0 -period $clk_period [get_ports {clk}]

set non_clock_inputs [all_inputs -no_clocks]
set_input_delay [expr $clk_period * $clk_io_pct] -clock clk0 $non_clock_inputs
set_output_delay [expr $clk_period * $clk_io_pct] -clock clk0 [all_outputs]
```

## ./config.mk

```make
export PLATFORM = sky130hd
export DESIGN_NAME = UART_receiver_for_B
export DESIGN_NICKNAME = UART_receiver_for_B
export VERILOG_FILES = /design/flow/design.v
export SDC_FILE = /design/flow/constraint.sdc
export NUM_CORES = 4
export LEC_CHECK = 1
export CORE_UTILIZATION = 30
```

==> flow.log <==
[flow] final metrics
[metrics] result of the run: finished, final reports clean
[metrics] Initial Util: 30.8%
[metrics] fraction of synthesized cell area taken by the top area cell type: 37.9%
[metrics] number of global-route vias before repair: 1868
[metrics] layout-stage area growth over the synthesis result: 13.0%
[metrics] path type of the worst min-delay path: reg -> reg
[metrics] number of buffers added for setup after CTS: 0
[metrics] aggregate global-route resource usage: 10.0%
[metrics] worst clock skew: 13.0 ps
[metrics] Die Span X: 105 um
[metrics] number of standard cells reported by yosys: 283
[metrics] placeable core region: 0.0103 mm2
[metrics] reg2reg setup slack: 1390 ps
[metrics] post-synthesis cell type with the largest combined area: sky130_fd_sc_hd__edfxtp_1
[metrics] Critical Path End Type: flip-flop
[metrics] arrival time at the worst endpoint: 2700 ps
[metrics] count of input and output buffers: 10
[metrics] mean instance size in the synthesized netlist: 11.2 um2
[metrics] H-tree Lvls: 3
[metrics] final setup violation count: 0
[metrics] count of final max-slew check failures: 0
[metrics] critical path class: reg -> reg
[metrics] Most Frequent Cell on Critical Path: sky130_fd_sc_hd__or4_1
[metrics] Chip Area: 0.0110 mm2
[metrics] cell area after synthesis: 0.00317 mm2
[metrics] Worst Path Max Fanout: 24
[metrics] DRT Wirelength: 5.04 mm
[metrics] initial antenna violation count: 0
[metrics] number of OpenROAD warnings: 29
[metrics] # clock sinks: 69
[metrics] Worst VDD drop: 0.000364 V
[metrics] critical path, cell by cell: or4_1, nor3_2, nor4_1, or4_1, buf_4, nor2_1
[metrics] first-pass GRT wire length: 8.82 mm
[metrics] slew margin rel.: 50.2%
[metrics] Commonest flop: sky130_fd_sc_hd__edfxtp_1
[metrics] number of buffers added to fix hold violations after cts: 0
[metrics] required time of the critical path: 4090 ps
[metrics] gate count of the mapped netlist: 283
[metrics] Power Dens Cells: 482 mW/mm2
[metrics] number of unique standard cell types used by synthesis: 37
[metrics] highest achievable clock rate: 398 MHz
[metrics] share of flip-flops with an asynchronous set or reset after synthesis: 0%
[metrics] maximum single-stage delay on the critical path: 700 ps
[metrics] antenna cells: 0
[metrics] drt first pass iters: 4
[metrics] remaining antenna violation count: 0
[metrics] slew at the pin with the worst max-slew slack: 741 ps
[metrics] setup repair after global routing missed its margin: false
[metrics] ratio of cells with drive above 1 in the final layout: 7.97%
[metrics] number of warning messages in the yosys log: 1
[metrics] maxcap violations: 0
[metrics] overall die height: 105 um
[metrics] PostCTS Resize Cnt: 0
[metrics] vias after detailed routing: 1915
[metrics] post-synthesis register bit count: 69
[metrics] Setup WS post-layout: 1390 ps
[metrics] routed length per instance: 11.5 um
[metrics] Yosys chip area: 0.00317 mm2
[metrics] maximum number of pins on one net before global-route repair: 43
[metrics] final weighted congestion in routability-driven placement: 0.787
[metrics] clk root buf: sky130_fd_sc_hd__clkbuf_8
[metrics] Hold Violations, Final: 0
[metrics] clock latency on the worst-skew pair: 340 ps
[metrics] final cycle utilization of the critical path: 64.4%
[metrics] DR vias/cell: 4.38
[metrics] CP max-delay cell: sky130_fd_sc_hd__or4_1
[metrics] DRT iter0 DRCs: 82
[metrics] CTS Buf Count: 9
[metrics] Final Util: 34.8%
[metrics] std cell rows: 37
[metrics] worst-case setup slack after placement: 1420 ps
[metrics] ports placed on the boundary: 11
[metrics] leakage power of the design: 1.31 nW
[metrics] Synth Seq Share: 56.2%
[metrics] TritonCTS clock tree: yes
[metrics] most used standard cell by instance count after synthesis: sky130_fd_sc_hd__nor2_1
[metrics] Top area cell types: sky130_fd_sc_hd__edfxtp_1 38%, sky130_fd_sc_hd__dfxtp_1 18%, sky130_fd_sc_hd__xor2_1 6.6%
[metrics] category of the worst setup path launch point: flip-flop
[metrics] list of most frequent post-synthesis cells: 44 x sky130_fd_sc_hd__nor2_1, 40 x sky130_fd_sc_hd__edfxtp_1, 29 x sky130_fd_sc_hd__dfxtp_1, 24 x sky130_fd_sc_hd__xor2_1, 14 x sky130_fd_sc_hd__nand2_1
[metrics] Max Buffers Root-to-Sink: 2
[metrics] final critical delay including setup and external delays: 2510 ps
[metrics] number of DRC violations after detailed routing: 0
[metrics] CTS clk-pin slew, worst paths: 70 ps
[metrics] number of enable flip-flop cells: 40
[metrics] total congestion overflow after global routing: 0
[metrics] post-route setup TNS: 0 ps
[metrics] post-detail-place hpwl: 3.19 mm
critical path, delay by kind of cell (launching register included):
kind | cells | cell delay [ps]
simple gates | 5 | 1580
flops | 1 | 440
buf+inv | 1 | 340
power by group:
group | internal (W) | switching [W] | leakage (nW)
sequential | 0.000842 | 0.0000608 | 0.666
clock | 0.000370 | 0.000258 | 0.108
combinational | 0.000125 | 0.0000686 | 0.536
worst paths after layout:
path	from	cells after the start	endpoint
setup reg to reg	time_counter[10]$_SDFFCE_PP0P_	6	time_counter[11]$_SDFFCE_PP0P_
setup / recovery	time_counter[10]$_SDFFCE_PP0P_	6	time_counter[11]$_SDFFCE_PP0P_
hold / removal	nextstate$_DFF_P_	0	state$_DFFE_PN_
hold reg to reg	nextstate$_DFF_P_	0	state$_DFFE_PN_
through the flow:
| stage | std cells | hold slack (ps) | total power, W | cell area, um2 |
|---|---|---|---|---|
| 6_report | 437 | 415 | 0.00172 | 3580 |
| 5_1_grt | 437 | 428 | 0.00181 | 3580 |
| 4_1_cts | 437 | 409 | 0.00174 | 3580 |
| 3_5_place_dp | 421 | 391 | 0.00111 | 3360 |
| 3_3_place_gp | 421 | 389 | 0.00111 | 3360 |
| 2_1_floorplan | 289 | 386 | 0.00105 | 3190 |
logic make-up (layout without fill, tap and decap cells):
family                     count (synthesis)  in the layout  synth area share (%)
adders and majority gates                  7              7                  2.76
DFF                                       69             69                  56.2
muxes                                     10             10                  3.55
other                                      1              7                 0.118
xor gates and xnor gates                  35             35                  9.68
and+or+nand+nor                          122            122                  19.7
AOI/OAI and AO/OA                         16             16                  3.36
buffers and inverters                     23             35                  4.62
final cells by class:
class,instances,area [um2]
multi-input cells,197,1260
well taps,136,170
clock inverters,2,37.5
fillers,1027,6700
clock buffers,14,184
flip-flops and latches,69,1780
repair buffers,12,115
inverters,7,26.3
flip-flops by register name, indices dropped and copies added, names as in the netlist, 2 cells and up:
name	flops
bitcounter	4
time_counter	32
counter	14
rxshiftreg	9
samplecounter	2
cell usage in the layout (no fill, tap or decap), types with 2 or more instances in the layout:
cell type and n:
sky130_fd_sc_hd__a21oi_1 5, sky130_fd_sc_hd__a21oi_2 3, sky130_fd_sc_hd__a31oi_1 2, sky130_fd_sc_hd__and2_1 6, sky130_fd_sc_hd__and3_1 9, sky130_fd_sc_hd__and4_1 2
sky130_fd_sc_hd__buf_4 2, sky130_fd_sc_hd__clkbuf_1 2, sky130_fd_sc_hd__clkbuf_8 11, sky130_fd_sc_hd__clkdlybuf4s50_1 10, sky130_fd_sc_hd__conb_1 7, sky130_fd_sc_hd__dfxtp_1 28
sky130_fd_sc_hd__edfxtp_1 40, sky130_fd_sc_hd__ha_1 7, sky130_fd_sc_hd__inv_1 7, sky130_fd_sc_hd__mux2i_1 9, sky130_fd_sc_hd__nand2_1 14, sky130_fd_sc_hd__nand3_1 12
sky130_fd_sc_hd__nand4_1 10, sky130_fd_sc_hd__nor2_1 44, sky130_fd_sc_hd__nor2b_1 11, sky130_fd_sc_hd__nor3_1 2, sky130_fd_sc_hd__nor4_1 3, sky130_fd_sc_hd__o21a_1 2
sky130_fd_sc_hd__o21ai_0 2, sky130_fd_sc_hd__or4_1 3, sky130_fd_sc_hd__xnor2_1 11, sky130_fd_sc_hd__xor2_1 24
per-layer routing:
| metal | up-vias | routed length, um | track usage, % |
|---|---|---|---|
| li1 | 996 | - | - |
| met1 | 896 | 2710 | 15.8 |
| met2 | 18 | 2160 | 15.2 |
| met3 | 5 | 127 | 2.16 |
| met4 | 0 | 48 | 1.41 |
| met5 | - | 0 | 0 |
Power figures rest on the tool's default switching activity, not on a simulated workload.
