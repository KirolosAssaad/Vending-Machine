==> flow/config.mk <==
export PLATFORM = sky130hd
export DESIGN_NAME = UART_receiver_for_A
export DESIGN_NICKNAME = UART_receiver_for_A
export VERILOG_FILES = /design/flow/design.v
export SDC_FILE = /design/flow/constraint.sdc
export NUM_CORES = 4
export LEC_CHECK = 1
export CORE_UTILIZATION = 30
==> flow/constraint.sdc <==
current_design UART_receiver_for_A

set clk_period 3.4
set clk_io_pct 0.2

create_clock -name clk0 -period $clk_period [get_ports {clk}]

set non_clock_inputs [all_inputs -no_clocks]
set_input_delay [expr $clk_period * $clk_io_pct] -clock clk0 $non_clock_inputs
set_output_delay [expr $clk_period * $clk_io_pct] -clock clk0 [all_outputs]
==> flow/design.v <==
module UART_receiver_for_A(  
input clk,  
input RxD,  
output [7:0] RxData,  
output output_level);  
reg [3:0] bitcounter = 0;  
reg [1:0] samplecounter = 0;  
reg clear_bitcounter, inc_bitcounter, inc_samplecounter, clear_samplecounter;  
reg [13:0] counter = 0;  
reg state = 0;  
reg nextstate;  
reg shift;  
reg [9:0] rxshiftreg;  
reg output_reset = 0;  
reg [31:0] time_counter = 0;  
parameter clk_freq = 100_000_000;  
parameter baud_rate = 9_600;  
parameter oversamples = 4;  
parameter reset_counter = clk_freq/(baud_rate*oversamples);  
parameter counter_mid_sample = (oversamples/2);  
parameter num_bit = 10;  
parameter reset_key = 8'b01111010;  
parameter reset_high_seconds = 1;
parameter reset_time_counter = clk_freq*reset_high_seconds;
assign RxData = rxshiftreg [8:1];  
assign output_level = output_reset;
always @ (posedge clk) begin
counter <= counter +1;  
if (counter >= reset_counter-1) begin  
counter <=0;  
state <= nextstate;  
if (shift)rxshiftreg <= {RxD,rxshiftreg[9:1]};  
if (clear_samplecounter) samplecounter <=0;  
if (inc_samplecounter) samplecounter <= samplecounter +1;  
if (clear_bitcounter) bitcounter <=0;  
if (inc_bitcounter)bitcounter <= bitcounter +1;  
end
if (output_reset == 0 && rxshiftreg[8:1] == reset_key)
output_reset <= 1;
if (output_reset == 1)
if (time_counter >= reset_time_counter) begin
time_counter <= 0;
output_reset <= 0;
rxshiftreg[8:1] <= 0;
end
else time_counter <= time_counter +1;
end
always @ (posedge clk) begin  
shift <= 0;  
clear_samplecounter <=0;  
inc_samplecounter <=0;  
clear_bitcounter <=0;  
inc_bitcounter <=0;  
nextstate <=0;  
case (state)
0: begin  
if (RxD)  
nextstate <=0;  
else begin  
nextstate <=1;  
clear_bitcounter <=1;  
clear_samplecounter <=1;  
end
end
1: begin  
nextstate <= 1;  
if (samplecounter == counter_mid_sample - 1) shift <= 1;  
if (samplecounter == oversamples - 1) begin  
if (bitcounter == num_bit - 1)  
nextstate <= 0;  
inc_bitcounter <=1;  
clear_samplecounter <=1;  
end
else inc_samplecounter <=1;  
end
default: nextstate <=0;  
endcase
end
endmodule
==> flow/run.sh <==
#!/bin/bash
# OpenROAD 26Q1-2900-gdf79404cd8, Yosys 0.63+post, stock flow scripts
make -C /OpenROAD-flow-scripts/flow DESIGN_CONFIG=/design/flow/config.mk WORK_HOME=/design/flow/orfs finish
==> reports/summary.txt <==
outcome: completed
global route total overflow: 0
Final Cell Area: 0.00364 mm^2
TritonRoute pass-1 iters: 3
clock power share: 0.290
top achievable clock speed: 0.470 GHz
DR DRC count: 0
Synth Instances: 286
yosys cell count: 286
max_slew headroom: 0.633
Chip Width: 106 um
number of cell rows: 37
most numerous logic cell after layout: edfxtp_1
Synth cell types: 41
initial antenna violation count: 0
FP Util: 0.312
Hold Path Class: reg2reg
Synth async-reset ratio: 0
Logic pwr share: 0.156
CTS resizes: 0
top_reg_cell synth: edfxtp_1
core footprint: 0.0105 mm^2
Area Overhead vs Synth: 11.3%
Max-area cell share: 0.367
clock latency (worst-skew pair): 0.35 ns
Chip Area, Yosys: 0.00327 mm^2
Clock Tree Buf Depth: 2
vias in the first global route: 1881
Max VDD drop: 369 uV
RSZ-0062 raised after global routing: no
post-synth top area cell: edfxtp_1
Power Dens Cells: 538 mW/mm^2
# Post-CTS Setup Buffers: 0
largest net degree at the start of global routing: 35
clk sinks: 69
first-pass GRT wire length: 8750 um
Flops after synth: 69
CP Max Fanout: 15
CP Class: reg2reg
DIE AREA: 0.0113 mm^2
Seq/Total Area, Yosys: 0.545
number of fill cells: 1048
via count: 1946
Worst-Margin Slew: 0.551 ns
Sw Share: 0.256
Worst Path Required: 3.45 ns
Netlist Area Pre-Place: 0.00327 mm^2
post-DP HPWL: 3340 um
Slowest cell on crit path: a41o_1
Pleak: 1.28 nW
routed len/inst: 11.3 um
placed cell area: 0.00348 mm^2
# setup viols final: 0
H-tree Lvls: 3
share of cells above drive strength 1: 0.143
Hold Buf Count CTS: 0
clk_skew: 0.00973 ns
final WL: 5020 um
Syn Area/Cell: 11.4 um^2
most frequent cells in the layout: 40 x edfxtp_1, 33 x nor2_1, 29 x dfxtp_1, 25 x xor2_1, 18 x nand3_1
clock slew at reported path FFs: 0.07 ns
vias per cell: 4.38
# diodes: 0
Tmin final: 2.13 ns
Worst Setup End Kind: register
final hold violation count: 0
Log Warnings: 29
Critical Path AT: 2.18 ns
register area: 0.00178 mm^2
Slew Limit Fails: 0
CP startpoint kind: register
TNS Setup: 0 ns
Num CTS Buffers: 9
post-layout period usage of the worst path: 0.625
slowest stage delay, CP: 0.58 ns
Pint: 0.00146 W
CTS root buf: clkbuf_8
remaining antenna violation count after routing: 0
GRT Total Usage: 0.101
EDFF count, synth: 40
RePlAce Congestion: 0.796
logic area: 0.00136 mm^2
Ys Warns: 1
number of port buffers: 10
sequential fraction of design power: 0.553
Cell area leaders: edfxtp_1 37%, dfxtp_1 18%, xor2_1 6.7%
Iteration-0 DRC Markers: 39
CTS tree: yes
CP Cell Sequence: ha_1 -> nor3_1 -> o21ai_0 -> a41o_1 -> o21a_1
io pins: 11
max-cap viol count: 0
Die H: 106 um
sw power: 0.000500 W
-- final cells by class --
class / count / share of cell area
inverter: 9 / 0.00929
multi-input combinational: 200 / 0.374
clock buffer: 12 / 0.0372
tap: 136 / 0.0468
timing repair buffer: 14 / 0.0358
clock inverter: 4 / 0.00688
sequential: 69 / 0.490
-- power groups by stage --
stage / Combinational, W / Sequential [W] / Clock, W
finish: 0.000306 / 0.00108 / 0.000568
global route: 0.000346 / 0.00110 / 0.000627
CTS: 0.000313 / 0.00108 / 0.000588
-- sequential cells by signal (all words and copies together) (netlist names) --
| register | flops |
|---|---|
| clear_bitcounter | 1 |
| output_reset | 1 |
| bitcounter | 4 |
| clear_samplecounter | 1 |
| inc_samplecounter | 1 |
| counter | 14 |
| samplecounter | 2 |
| time_counter | 32 |
| state | 1 |
| shift | 1 |
| nextstate | 1 |
| inc_bitcounter | 1 |
| rxshiftreg | 9 |
-- critical path, delay by kind of cell (launching register included) --
kind	cells	cell delay [ns]
simple gates	1	0.07
compound gates	3	1.14
fa+ha+maj	1	0.25
flops	1	0.38
-- final timing paths --
kind | from | endpoint | slack (ns) | cells past startpoint
setup / recovery | counter[0] | bitcounter[3] | 1.27 | 5
hold / removal | nextstate | state | 0.40 | 0
setup reg to reg | counter[0] | bitcounter[3] | 1.27 | 5
hold reg to reg | nextstate | state | 0.40 | 0
-- Yosys cell counts, types with 2 or more instances --
library cell,n
ha_1,7
nor2_1,33
xor2_1,25
nor2b_1,9
dfxtp_1,29
inv_1,9
o21a_1,2
nor2_2,12
nor3_1,3
nor4_1,2
nand3_1,18
mux2i_1,10
a21oi_1,2
buf_4,8
nand4_1,10
edfxtp_1,40
and3_1,7
nand2_1,13
nor2_4,9
o21ai_0,3
and2_1,4
xnor2_1,10
buf_6,3
-- logic make-up after synthesis --
| kind of cell | after synthesis | synth area share |
|---|---|---|
| AND/OR/NAND/NOR | 128 | 0.226 |
| adder cells (fa/ha/maj) | 7 | 0.0268 |
| flip-flops | 69 | 0.545 |
| XOR/XNOR | 35 | 0.0938 |
| other | 1 | 0.00115 |
| multiplexers | 10 | 0.0306 |
| AND-OR/OR-AND | 13 | 0.0287 |
| buffers and inverters | 23 | 0.0478 |
-- metal layers --
metal,vias up,wire [um],global-route usage
met5,-,0,0
met4,0,38,0.00694
met3,7,287,0.0432
met2,18,2160,0.152
met1,908,2530,0.148
li1,1013,-,-
-- stage by stage --
stage / hold WS [ns] / setup WS (ns) / power [W] / utilization / cells
final: 0.401 / 1.27 / 0.00196 / 0.348 / 444
after global routing: 0.416 / 1.11 / 0.00207 / 0.348 / 444
after CTS: 0.401 / 1.28 / 0.00199 / 0.348 / 444
after detailed placement: 0.403 / 1.29 / 0.00141 / 0.332 / 428
after global placement: 0.389 / 1.37 / 0.00141 / 0.332 / 428
after floorplan: 0.386 / 1.54 / 0.00132 / - / 292
Power and IR drop assume default switching activity.
