$ cat /design/flow/config.mk
export PLATFORM = sky130hd
export DESIGN_NAME = UART_receiver_for_C
export DESIGN_NICKNAME = UART_receiver_for_C
export VERILOG_FILES = /design/flow/design.v
export SDC_FILE = /design/flow/constraint.sdc
export NUM_CORES = 4
export LEC_CHECK = 1
export CORE_UTILIZATION = 50
$ cat /design/flow/constraint.sdc
current_design UART_receiver_for_C

set clk_period 3.1
set clk_io_pct 0.2

create_clock -name clk0 -period $clk_period [get_ports {clk}]

set non_clock_inputs [all_inputs -no_clocks]
set_input_delay [expr $clk_period * $clk_io_pct] -clock clk0 $non_clock_inputs
set_output_delay [expr $clk_period * $clk_io_pct] -clock clk0 [all_outputs]
$ cat /design/flow/design.v
module UART_receiver_for_C(  
input clk,  
input RxD,  
output [7:0] RxData,  
output output_level);  
reg [3:0] bitcounter = 0;  
reg [1:0] samplecounter = 0;  
reg clear_bitcounter, inc_bitcounter, inc_samplecounter, clear_samplecounter;  
reg [13:0] counter = 0;  
reg state = 0;  
reg nextstate;  
reg shift;  
reg [9:0] rxshiftreg;  
reg output_reset = 0;  
reg [31:0] time_counter = 0;  
parameter clk_freq = 100_000_000;  
parameter baud_rate = 9_600;  
parameter oversamples = 4;  
parameter reset_counter = clk_freq/(baud_rate*oversamples);  
parameter counter_mid_sample = (oversamples/2);  
parameter num_bit = 10;  
parameter reset_key = 8'b01100011;  
parameter reset_high_seconds = 1;
parameter reset_time_counter = clk_freq*reset_high_seconds;
assign RxData = rxshiftreg [8:1];  
assign output_level = output_reset;
always @ (posedge clk) begin
counter <= counter +1;  
if (counter >= reset_counter-1) begin  
counter <=0;  
state <= nextstate;  
if (shift)rxshiftreg <= {RxD,rxshiftreg[9:1]};  
if (clear_samplecounter) samplecounter <=0;  
if (inc_samplecounter) samplecounter <= samplecounter +1;  
if (clear_bitcounter) bitcounter <=0;  
if (inc_bitcounter)bitcounter <= bitcounter +1;  
end
if (output_reset == 0 && rxshiftreg[8:1] == reset_key)
output_reset <= 1;
if (output_reset == 1)
if (time_counter >= reset_time_counter) begin
time_counter <= 0;
output_reset <= 0;
rxshiftreg[8:1] <= 0;
end
else time_counter <= time_counter +1;
end
always @ (posedge clk) begin  
shift <= 0;  
clear_samplecounter <=0;  
inc_samplecounter <=0;  
clear_bitcounter <=0;  
inc_bitcounter <=0;  
nextstate <=0;  
case (state)
0: begin  
if (RxD)  
nextstate <=0;  
else begin  
nextstate <=1;  
clear_bitcounter <=1;  
clear_samplecounter <=1;  
end
end
1: begin  
nextstate <= 1;  
if (samplecounter == counter_mid_sample - 1) shift <= 1;  
if (samplecounter == oversamples - 1) begin  
if (bitcounter == num_bit - 1)  
nextstate <= 0;  
inc_bitcounter <=1;  
clear_samplecounter <=1;  
end
else inc_samplecounter <=1;  
end
default: nextstate <=0;  
endcase
end
endmodule
$ cat /design/flow/run.sh
#!/bin/bash
# OpenROAD 26Q1-2900-gdf79404cd8, Yosys 0.63+post, stock flow scripts
make -C /OpenROAD-flow-scripts/flow DESIGN_CONFIG=/design/flow/config.mk WORK_HOME=/design/flow/orfs finish
==> reports/qor.txt <==
Setup Fix Bufs, Post-CTS - 0
Final-layout fill cell count - 510
Initial antenna violation count - 0
MaxCap Viol Count - 0
Pre-Place Util - 0.526
Cts bufs inserted - 9
Actual slew at the worst max-slew pin - 0.851 ns
Cells taking the most area after synthesis - edfxtp_1 38%, dfxtp_1 18%, xor2_1 6.6%
Finish-stage setup viols - 0
Skew final - 0.00722 ns
CP arrival - 2.48 ns
GPL Wtd Cong - 0.782
Fraction of layout cells with a size suffix above 1 - 0.0828
Grt met3 use - 0.0271
CP Class - flip-flop to flip-flop
DRC - 0
Most common reg cell - edfxtp_1
Worst Hold Class - flip-flop to flip-flop
Layout area overhead - 10.5%
Post-synth ARST share - 0
Met1 usage - 0.252
Synth Warn # - 1
Pre-Repair DR Iteration Count - 4
Slew headroom - 0.428
Chip width - 81.6 µm
Crit path max fanout - 18
Top-count cell post-synth - nor2_1
Synthesized instance count - 283
DP Wirelength - 3160 µm
Outcome - completed
Ys flops - 69
Ports - 11
Worst r2r dst - time_counter[26]
Core box area - 0.00603 mm²
Met2 usage - 0.273
Hold-critical path depth - 0
Clk buf depth - 2
Worst r2r src - time_counter[10]
IO Port Bufs - 10
Largest net degree at the start of global routing - 42
Post-synth EDFFs - 40
Share of power burned in the clock network - 0.365
Hold_buf cts - 0
Sw Ratio - 0.223
Late-Pin Clk Latency - 0.34 ns
Final worst setup slack - 0.833 ns
Internal power - 0.00166 W
Peak VDD IR - 0.000492 V
PwrDens - 609 mW/mm²
Synth unique cells - 37
Net load switching power - 0.000475 W
Avg Inst Size Synth - 11.2 µm²
Yosys cell count - 283
Startpoint types - flip-flop
Drt first-iter violations - 86
Post-CTS resize count - 0
Detailed-route wire length - 5000 µm
N_diodes - 0
Die ar. - 0.00666 mm²
Final hold violation count - 0
DR WL/cell - 13.3 µm
Chip Area, Yosys - 0.00317 mm²
Post-Route Utilization - 0.581
Hold path start - nextstate
H-Tree Depth - 3
First-pass GRT wire length - 8080 µm
Busiest grt layer - met2
Combinational Power Share - 0.107
Tool warnings - 29
Vias in the first global route - 1841
Fin cells - 377
Final ANT Viol Nets - 0
Highest clock rate - 441 MHz
FF-to-FF setup slack - 0.83 ns
Placed insts - 361
Worst Path Required - 3.32 ns
Area share, top type - 0.379
Pre-CTS setup slack - 0.851 ns
Die Ht - 81.6 µm
Post-synth top cells - 45 x nor2_1, 40 x edfxtp_1, 29 x dfxtp_1
RSZ-0062 raised after global routing - no
Period Utilization, post-route - 0.731
CTS tree - done
R2r worst-path depth - 6
Hold Crit Endpoint - state
TNS Setup - 0 ns
GRT Util Overall - 0.167
Top cell type by total area after synthesis - edfxtp_1
Worst Setup End Kind - flip-flop
Total number of vias - 1931
Clock sink count - 69
Leak pwr - 1.30 nW
Minimum clock period - 2.27 ns
Std-Cell Rows - 28
Clock Root Buffer - clkbuf_8
Grt ovf - 0
Synth Cell Area - 0.00317 mm²
Post-DR vias/cell - 5.12
Sequential share of power - 0.527
Clock Pin Slew Worst Setup and Hold Paths - 0.07 ns
Slew Viols, Final - 0
Register area share after synthesis - 0.563
## cell usage in the layout (no fill, tap or decap), types with 3 or more instances in the layout
cell type / n
and3_1: 9
or4_1: 3
nand3_1: 12
buf_4: 3
nor4_1: 3
edfxtp_1: 40
clkinvlp_4: 3
xnor2_1: 11
nand4_1: 10
a21oi_1: 5
nor2_1: 45
clkdlybuf4s50_1: 10
nand2_1: 14
ha_1: 7
conb_1: 7
inv_1: 7
dfxtp_1: 28
nor2b_1: 10
clkbuf_8: 9
xor2_1: 24
mux2i_1: 9
and2_1: 6
a21oi_2: 3
## area by class of cell
| class | instances | area (µm²) | share of cell area |
|---|---|---|---|
| clock buffers | 9 | 124 | 0.0354 |
| repair buffers | 13 | 123 | 0.0350 |
| multi-input cells | 197 | 1260 | 0.360 |
| flip-flops and latches | 69 | 1780 | 0.509 |
| well taps | 75 | 93.8 | 0.0268 |
| clock inverters | 7 | 90.1 | 0.0257 |
| inverters | 7 | 26.3 | 0.00751 |
## state kept, by name, summed over array words and instances, names as in the netlist
name,count
state,1
clear_samplecounter,1
nextstate,1
rxshiftreg,9
time_counter,32
samplecounter,2
output_reset,1
clear_bitcounter,1
counter,14
bitcounter,4
shift,1
inc_samplecounter,1
inc_bitcounter,1
## layer usage
metal	up-vias	wire, µm
li1	997	-
met1	912	2510
met2	13	2310
met3	9	96
met4	0	84
met5	-	0
## worst max-delay path, cell delays in order, from the launching register on
cell      delay, ns
edfxtp_1       0.45
or4_1          0.56
nor3_2         0.12
nor4_1         0.05
or4_1          0.49
buf_4          0.23
o21ba_2        0.24
## cells by family (layout without fill, tap and decap cells)
family,Yosys count,count (layout),synth area share
AND-OR/OR-AND,16,16,0.0336
XOR/XNOR,35,35,0.0968
adder cells (fa/ha/maj),7,7,0.0277
buffers and inverters,23,36,0.0462
flip-flops,69,69,0.563
multiplexers,10,10,0.0356
other,1,7,0.00118
AND/OR/NAND/NOR,122,122,0.196
## power groups by stage
stage | Clock, W | Sequential, W | Combinational (W)
CTS | 0.000798 | 0.00112 | 0.000232
global route | 0.000835 | 0.00114 | 0.000262
finish | 0.000779 | 0.00112 | 0.000229
## worst max-delay path by stage
stage | endpoint | start | slack (ns)
6_report | time_counter[26] | time_counter[10] | 0.83
5_1_grt | time_counter[26] | time_counter[10] | 0.71
4_1_cts | time_counter[26] | time_counter[10] | 0.83
## metrics by stage
step           hold WS (ns)  total power (W)  instance area (µm²)
4_1_cts               0.403          0.00215                 3500
3_5_place_dp          0.389          0.00138                 3290
5_1_grt               0.425          0.00223                 3500
6_report              0.403          0.00213                 3500
2_1_floorplan         0.386          0.00131                 3190
3_3_place_gp          0.387          0.00137                 3290
Power figures rest on the tool's default switching activity, not on a simulated workload.
